==> ./design.v <==
module syncfifo(din,dout,rst,re,we,clk,full,empty,count);
input [7:0]din;
input rst,clk,re,we;
output reg empty,full;
output reg [7:0]dout;
output reg [2:0]count;
reg [2:0]rcount,wcount;
reg [7:0]fifo[0:7];
always@(posedge clk)
begin
    if(!rst)
      begin      
        rcount <= 3'b000; wcount <= 3'b000;  count <= 3'b000; full <= 0; empty<= 1;
        fifo[0] <= 0;fifo[1] <= 0;fifo[2] <= 0;fifo[3] <= 0;
        fifo[4] <= 0;fifo[5] <= 0;fifo[6] <= 0;fifo[7] <= 0;
        end
    else if (we == 1'b1 && !full)
             begin
               fifo[wcount] <= din;
               wcount <= wcount +1;     
               count <= count + 1;         
             end
     else if (re == 1'b1 && !empty)
              begin
                dout <= fifo[rcount];
                rcount <= rcount +1;
                count <= count - 1;
               end   
end
always@(count)
begin
    full = ( count == 3'b111 );
    empty = ( count == 3'b000);
 end
endmodule
==> ./run.sh <==
#!/bin/bash
# OpenROAD 26Q1-2900-gdf79404cd8, Yosys 0.63+post, stock flow scripts
make -C /OpenROAD-flow-scripts/flow DESIGN_CONFIG=/design/flow/config.mk WORK_HOME=/design/flow/orfs finish
==> ./config.mk <==
export PLATFORM = sky130hd
export DESIGN_NAME = syncfifo
export DESIGN_NICKNAME = syncfifo
export VERILOG_FILES = /design/flow/design.v
export SDC_FILE = /design/flow/constraint.sdc
export NUM_CORES = 4
export LEC_CHECK = 1
export CORE_AREA = 10 10 70 70
export DIE_AREA = 0 0 80 80
==> ./constraint.sdc <==
current_design syncfifo

set clk_period 1.2
set clk_io_pct 0.2

create_clock -name clk0 -period $clk_period [get_ports {clk}]

set non_clock_inputs [all_inputs -no_clocks]
set_input_delay [expr $clk_period * $clk_io_pct] -clock clk0 $non_clock_inputs
set_output_delay [expr $clk_period * $clk_io_pct] -clock clk0 [all_outputs]
==> out/qor.yml <==
port_buffers: 5
top_register: "count"
critical_path_required_ns: 1.32
dpl_cell_area_um2: 273
cts_tree: "yes"
cp_slowest_cell: "dfxtp_2"
power_density_nw_per_um2: 1080
io_pins: 25
dieArea_um2: 6400
leakage_uw: 0.000154
gp_congestion: 0.710
synth_cells: 24
path_cells: "buf_4 -> ha_1 -> mux2i_1 -> nor2b_1"
viasPerCell: 1.81
grt_pass1_vias: 163
ys_seq_share_pct: 28.6
ys_warn_count: 5
post_drt_wl_per_cell_um: 5.81
stdcell_area_um2: 314
finalHoldViolations: 0
yosysUniqueCellTypes: 10
largestRegisters: "count (3)"
ff2ff_setup_slack_ns: 0.13
drive_above_1_share_pct: 24.2
critPathCaptureType: "flip-flop"
drv_cap: 0
largest_reg_flops: 3
first_pass_iters: 2
clkLatencyLatePin_ns: 0.23
cts_htree_levels: 1
vias: 143
max-vdd-ir-drop_v: 0.000151
place_hpwl_um: 348
total_power_uw: 338
die_h_um: 80
hold_path_class: "reg -> reg"
cp_max_fo: 2
cts.sinks: 3
die_x_um: 80
skew_ns: 0.00369
fill_cells: 408
fp_util_pct: 6.15
dpl.cell_count: 73
setup.worst_path.start_class: "flip-flop"
fin_util_pct: 9.19
fin_crit_sh_pct: 88.8
antenna_found_initial: 0
syn_area_per_cell_um2: 8.76
core-area_um2: 3420
grt_max_degree: 5
final_antenna_net_count: 0
top_cells_by_area: "buf_4, dfxtp_1, mux2i_1, ha_1, xor2_1"
finalMaxSlewViolations: 0
rsz0062_at_grt: "false"
numCtsBuffers: 3
period_minus_slack_ns: 1.07
netlist_area_um2: 210
grt_first_pass_wirelength_um: 690
numSynthFlops: 3
clkTransAtPathRegs_ns: 0.04
root_buffer: "clkbuf_4"
instances_no_fill: 79
max_stage_delay_ns: 0.31
tns_ns: 0
overflow: 0
setup_viol: 0
crit_type: "reg -> reg"
status: "complete, no violations"
max-clock-path-buffers: 2
top_area_cell: "buf_4"
warnings: 34
area_growth_syn_to_layout_pct: 49.4
mostFrequentLayoutCell: "conb_1"
drc_errors: 0
drtIter0Drc: 1
grt.total_usage_pct: 1.39
top_area_share_pct: 35.7
fmax_mhz: 938
diodes: 0
wirelength_um: 459
ys_area_um2: 210
final_layout_top_logic_cells: "conb_1, clkbuf_4, dfxtp_2, dlygate4sd2_1"
cts_hold_buffers: 0
arrival_ns: 1.18
synth_stat.cells: 24
num_rows: 21
worst paths after layout:
kind | startpoint | endpoint | depth (start not counted)
max | count[0] | count[1] | 4
min | count[2] | count[2] | 2
max reg2reg | count[0] | count[1] | 4
min reg2reg | count[2] | count[2] | 2
final cells by class:
| cell class | count | area (µm²) | area share [%] |
|---|---|---|---|
| Clock buffer | 4 | 26.3 | 8.37 |
| Sequential cell | 3 | 63.8 | 20.3 |
| Multi-Input combinational cell | 19 | 105 | 33.5 |
| Timing Repair Buffer | 7 | 61.3 | 19.5 |
| Tap cell | 46 | 57.6 | 18.3 |
report_power, final:
group	internal (µW)	leakage [µW]	switching (µW)
Clock	125	0.0000150	54.0
Combinational	30.3	0.000113	16.9
Sequential	109	0.0000258	3.57
Total	264	0.000154	74.4
critical path, delay by kind of cell (launching register included):
family	cells	cell delay (ns)
adders and majority gates	1	0.28
DFF	1	0.31
buffers and inverters	1	0.13
muxes	1	0.16
and+or+nand+nor	1	0.06
layer usage:
metal	vias up	global-route usage [%]	routed length, µm
li1	70	-	-
met1	55	1.13	158
met2	14	2.01	198
met3	4	1.14	66
met4	0	1.41	36
met5	-	0	0
cells in the mapped netlist:
library cell	n
and2_1	1
nand2_1	2
mux2i_1	2
xor2_1	1
buf_4	10
ha_1	1
nand2b_1	1
dfxtp_1	3
nor2b_1	1
conb_1	2
timing repair:
item,4_1_cts,5_1_grt
setup buffers,2,0
setup endpoints to repair,3,0
resized,6,0
cells by family after synthesis:
kind of cell	synth area share (%)
adder cells (fa/ha/maj)	5.95
buffers and inverters	35.7
XOR/XNOR	4.17
flip-flops	28.6
multiplexers	9.52
AND/OR/NAND/NOR	12.5
other	3.57
stage by stage:
stage	hold WS, ns	setup slack, ns
after floorplan	0.362	0.341
after global placement	0.458	0.0694
after detailed placement	0.473	0.0337
after CTS	0.470	0.136
after global routing	0.484	0.0698
final	0.462	0.134
Power figures rest on the tool's default switching activity, not on a simulated workload.
